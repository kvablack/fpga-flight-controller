## run.sh

```bash
#!/bin/bash
# OpenROAD 26Q1-2900-gdf79404cd8, Yosys 0.63+post, stock flow scripts
make -C /OpenROAD-flow-scripts/flow DESIGN_CONFIG=/design/flow/config.mk WORK_HOME=/design/flow/orfs finish
```

## config.mk

```make
export PLATFORM = sky130hd
export DESIGN_NAME = lpf
export DESIGN_NICKNAME = lpf
export VERILOG_FILES = /design/flow/design.v
export SDC_FILE = /design/flow/constraint.sdc
export NUM_CORES = 4
export LEC_CHECK = 1
export CORE_UTILIZATION = 30
```

## constraint.sdc

```tcl
current_design lpf

set clk_period 11.1
set clk_io_pct 0.2

create_clock -name clk0 -period $clk_period [get_ports {clk}]

set non_clock_inputs [all_inputs -no_clocks]
set_input_delay [expr $clk_period * $clk_io_pct] -clock clk0 $non_clock_inputs
set_output_delay [expr $clk_period * $clk_io_pct] -clock clk0 [all_outputs]
```

## design.v

```verilog
module lpf(
	input logic clk,
	input logic rst,
	input logic data_ready,
	input logic signed[15:0] value,
	output logic signed[15:0] filtered
);
	parameter signed ALPHA = 14;  
	localparam signed q = $signed(1 <<< 5) - ALPHA;
	logic signed[15:0] prev_filtered;
	wire signed[20:0] term_a = ALPHA * value;
	wire signed[20:0] term_b = q * prev_filtered;
	wire signed[20:0] result_full = term_a - term_b;
	wire signed[15:0] result_rounded = result_full >>> 5;  
	always @(posedge clk) begin
		if (rst) begin
			prev_filtered <= 0;
		end else if (data_ready) begin
			prev_filtered <= result_rounded;
		end
	end
	assign filtered = prev_filtered;
endmodule
```

==> reports/results.tsv <==
metric	value	unit
result of the run	complete, but fails checks	
simple share	15.29	%
commonest cells in the synthesized netlist	81 x sky130_fd_sc_hd__ha_1, 80 x sky130_fd_sc_hd__inv_1, 38 x sky130_fd_sc_hd__nor2_1, 28 x sky130_fd_sc_hd__a21oi_1, 23 x sky130_fd_sc_hd__xnor2_1	
worst-path fanout max	3	
async set-reset flop share out of synthesis	0	%
cells in synth_stat.txt	452	
Dominant comb cell	adder cells	
Highest Clock Rate	139.8	MHz
number of nets with antenna violations after detailed routing	0	
Yosys Chip Area	3600	sq um
number of warning messages in the logs	28	
Final Wtd Congestion	0.8513	
worst path arrival time	7280	ps
area delta synth->final	16.89	%
setup bufs post-CTS	0	
DIE AREA	12440	sq um
number of violations of the max-capacitance limit	0	
total standard cell area after synthesis	3600	sq um
Mux cell area share	3.372	%
total overflow reported by the global router	0	
Worst Max-Slew Pin Slew	533.8	ps
Skew-Pair Late Insertion Delay	240	ps
number of warnings reported in the yosys synthesis log	1	
xor and xnor area share after synthesis	9.489	%
power density over the cells	264.2	nW/um^2
Crit path top cell by count	sky130_fd_sc_hd__o21ai_1	
total clock buffers created by CTS	3	
Min-Delay Path Class	reg2reg	
via count of the first global-routing pass	2764	
count of pins over their slew limit	0	
number of antenna violations at the first check in global routing	0	
cells along the critical path	clkdlybuf4s50_1 > ha_1 > xor2_1 > ha_1 > inv_1 > fa_1 > nor2b_1 > o21ai_1 > a21boi_1 > o21ai_1 > a21oi_1 > o21a_1 > o221a_2 > a21oi_1 > ha_1 > a2111oi_0 > o21ai_1 > o21ai_1 > o22ai_2 > o41ai_4 > o2111ai_1 > xnor2_1 > mux2i_1 > mux2_1	
Req. time, crit path	11230	ps
average cell area after synthesis	7.964	sq um
worst setup path startpoint	value[1]	
width of the die	111.5	microns
most used standard cell by instance count after synthesis	sky130_fd_sc_hd__ha_1	
Most used DFF post-synth	sky130_fd_sc_hd__dfxtp_1	
Post-synth seq share	8.898	%
critical path class	in2reg	
share of synthesized cell area in full adder, half adder and majority cells	35.94	%
proportion of netlist area held by the largest area contributor	28.15	%
Hold Vio Cnt, Final	0	
count of port buffers added during placement	34	
final tally of setup violations	0	
slew margin rel.	64.32	%
global-route wire length before repair	11540	microns
setup total negative slack	0	ps
violated checks	DRC	
y dimension of the die	111.5	microns
number of flip-flops in the largest register	16	
count of H-tree levels built during CTS	1	
Bufs on Longest Clock Path	2	
static leakage power	2.088	nW
worst-case clock skew	3.301	ps
total power of the final layout	1.112	mW
initial standard-cell utilization of the core	31.13	%
Top reg by flops	prev_filtered	
post-synth tally of flip-flops with integrated enable	0	
sum of net half-perimeters after detailed placement	5688	microns
crit path time final	7151	ps
final wirelength	6599	microns
fraction of final layout cells with drive strength greater than 1	3.279	%
largest registers	prev_filtered (16)	
via count normalized by instance count	4.780	
site row count	39	
worst slack on hold paths	513.3	ps
count of antenna diodes in the layout	0	
Pre-Repair DR Iteration Count	49	
slowest stage cell, crit path	sky130_fd_sc_hd__clkdlybuf4s50_1	
cells taking the most area after synthesis	sky130_fd_sc_hd__ha_1 28%, sky130_fd_sc_hd__dfxtp_1 8.9%, sky130_fd_sc_hd__inv_1 8.3%	
All-Layer GR Usage	11.01	%
overall via count from detail_route	3016	
final core utilization	36.38	%
hold path startpoint	prev_filtered[14]	
CTS tree	yes	
number of remaining DRC errors	3	
placeable core region	11560	sq um
Critical Path Source Type	input port	
sort of element at the end of the critical path	flip-flop	
clock-pin slew reported for the worst setup and hold paths after clock tree synthesis	50	ps
DRC violation total after the first TritonRoute iteration	59	
maximum number of pins on one net before global-route repair	23	
cell chosen for the clock root	sky130_fd_sc_hd__clkbuf_16	
number of resized instances in the post-cts repair step	0	
post-synthesis share of cell area spent on and-or and or-and gates	18.04	%
synthesized instance count	452	
longest individual stage delay on the worst path	460	ps
flops & latches, synth	16	
clock sink total	16	
distinct cell type count of the synthesized netlist	56	
Reg2Reg Launch Point	prev_filtered[4]	
number of hold buffers added after CTS	0	
I/O pin count	35	
Peak VDD IR	178.8	uV
period utilisation layout	64.42	%
average detailed-routed wire length per instance	10.46	microns
Synth area leader	sky130_fd_sc_hd__ha_1	
RSZ-0062 raised after global routing	false	
[metrics by stage]
stage	worst slack, ps	cells	instance area (sq um)
4_1_cts	3908	631	4208
2_1_floorplan	4477	452	3600
3_5_place_dp	3658	627	4119
5_1_grt	3334	631	4208
3_3_place_gp	3749	627	4119
6_report	3949	631	4208
[final cells by class]
| cell class | count | area [sq um] |
|---|---|---|
| inverter | 82 | 307.8 |
| multi-input combinational | 350 | 2957 |
| clock buffer | 4 | 88.84 |
| sequential | 16 | 320.3 |
| timing repair buffer | 36 | 355.3 |
| tap | 143 | 178.9 |
| fill | 1152 | 7357 |
[report_power, final]
part	switching (mW)	total (mW)	internal (mW)
Clock	0.0232	0.0779	0.0547
Sequential	0.0244	0.104	0.0796
Combinational	0.490	0.930	0.440
[cells in the final DEF, fill, tap and decap left out, types with 3 or more instances in the layout]
cell,instances
sky130_fd_sc_hd__nor2_1,38
sky130_fd_sc_hd__mux2i_1,11
sky130_fd_sc_hd__a21o_1,8
sky130_fd_sc_hd__xnor2_1,23
sky130_fd_sc_hd__ha_1,81
sky130_fd_sc_hd__nand3_1,8
sky130_fd_sc_hd__fa_1,14
sky130_fd_sc_hd__nand2_1,22
sky130_fd_sc_hd__inv_1,80
sky130_fd_sc_hd__o21ai_0,6
sky130_fd_sc_hd__clkbuf_16,3
sky130_fd_sc_hd__dfxtp_1,16
sky130_fd_sc_hd__a21oi_1,28
sky130_fd_sc_hd__a21boi_1,4
sky130_fd_sc_hd__nor2b_1,7
sky130_fd_sc_hd__nand2b_1,11
sky130_fd_sc_hd__o21ai_1,13
sky130_fd_sc_hd__o21a_1,7
sky130_fd_sc_hd__xor2_1,16
sky130_fd_sc_hd__clkdlybuf4s50_1,34
sky130_fd_sc_hd__nor3_1,10
[final timing paths]
kind	end	slack (ps)	depth (start not counted)
worst max-delay path	prev_filtered[15]	3950	24
worst max register to register	prev_filtered[15]	6690	22
worst min register to register	prev_filtered[14]	510	2
worst min-delay path	prev_filtered[14]	510	2
[cells by family after synthesis]
logic type | Yosys count
buf+inv | 86
compound gates | 92
fa+ha+maj | 95
mux | 12
simple gates | 112
flops | 16
xor+xnor | 39
[routing by layer]
layer | share of wire [%] | track usage [%] | vias to the layer above
met1 | 50 | 14.99 | 1359
li1 | - | - | 1617
met4 | 0.21 | 0.3604 | 0
met2 | 46 | 20.00 | 38
met5 | 0 | 0 | -
met3 | 3.3 | 1.053 | 2
[worst max-delay path, delay by kind of cell]
family	cells	cell delay, ps
xor gates and xnor gates	2	350
adders and majority gates	4	1290
and+or+nand+nor	1	130
buffers and inverters	2	520
muxes	2	550
AOI/OAI and AO/OA	13	2220
Power is estimated from default activity; no workload was simulated.
