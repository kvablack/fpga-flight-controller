`/design/flow/config.mk`:
```
export PLATFORM = sky130hd
export DESIGN_NAME = i2c_master
export DESIGN_NICKNAME = i2c_master
export VERILOG_FILES = /design/flow/design.v
export SDC_FILE = /design/flow/constraint.sdc
export NUM_CORES = 4
export LEC_CHECK = 1
export CORE_UTILIZATION = 50
```
`/design/flow/constraint.sdc`:
```
current_design i2c_master

set clk_period 4.7
set clk_io_pct 0.2

create_clock -name clk0 -period $clk_period [get_ports {clk}]

set non_clock_inputs [all_inputs -no_clocks]
set_input_delay [expr $clk_period * $clk_io_pct] -clock clk0 $non_clock_inputs
set_output_delay [expr $clk_period * $clk_io_pct] -clock clk0 [all_outputs]
```
`/design/flow/design.v`:
```
module i2c_master(
	input logic clk,
	input logic rst,
	 input logic scl_i,
	 input logic sda_i,
	 output logic scl_o,
	 output logic sda_o,
	 input logic[2:0] cmd,
	 input logic[6:0] slave_addr,
	 input logic[7:0] data_in,
	 input logic done_reading,
	  output logic[1:0] state,
	  output logic[7:0] data_out
);
	parameter clkdiv = 500;
	parameter CMD_IDLE = 3'b000;
	parameter CMD_START_READ = 3'b001;
	parameter CMD_START_WRITE = 3'b010;
	parameter CMD_WRITE_DATA = 3'b011;
	parameter CMD_READ_DATA = 3'b100;
	parameter CMD_STOP = 3'b101;
	parameter STATE_IDLE = 2'b00;
	parameter STATE_BUSY = 2'b01;
	parameter STATE_READY = 2'b10;
	parameter STATE_ERROR = 2'b11;
	enum logic[3:0] {
		IDLE,
		START_1,
		START_2,
		START_3,
		WAITING_ACK,
		GIVING_ACK,
		MISSED_ACK,
		PRE_READY,
		READY,
		PRE_WRITE,
		ACTIVE_WRITE,
		ACTIVE_READ,
		STOP
	} state_reg;
	logic divclk;
	logic[15:0] delay_counter;
	logic[2:0] bit_index;
	logic rw_bit;
	logic done_reading_reg;
	logic[6:0] slave_addr_reg;
	logic[7:0] read_reg;
	assign data_out = read_reg;
	logic[7:0] write_reg;
	always @(posedge clk) begin
		if (rst) begin
			state_reg <= IDLE;
			delay_counter <= 0;
			divclk <= 0;
		end
		else if (delay_counter < (clkdiv >> 1)) begin
			divclk <= 0;
			delay_counter <= delay_counter + 1;
		end else if (delay_counter < clkdiv - 1) begin
			divclk <= 1;
			if (scl_i || PRE_WRITE) delay_counter <= delay_counter + 1;
		end else begin
			delay_counter <= 0;
		end
		if ((state_reg == IDLE || state_reg == READY || state_reg == MISSED_ACK) && (cmd == CMD_START_READ || cmd == CMD_START_WRITE)) begin
			slave_addr_reg <= slave_addr;
			state_reg <= START_1;
			rw_bit <= cmd[0];
		end else if (state_reg == READY && cmd == CMD_READ_DATA) begin
			state_reg <= ACTIVE_READ;
			done_reading_reg <= done_reading;
			bit_index <= 0;
		end else if (state_reg == READY && cmd == CMD_WRITE_DATA) begin
			state_reg <= PRE_WRITE;
			write_reg <= data_in;
			bit_index <= 0;
		end else if ((state_reg == READY || state_reg == MISSED_ACK) && cmd == CMD_STOP) begin
			state_reg <= STOP;
		end
		else if (delay_counter == clkdiv >> 1) begin
			case (state_reg)
				ACTIVE_READ: read_reg[7 - bit_index] <= sda_i;
				WAITING_ACK: begin
					if (sda_i) begin
						state_reg <= MISSED_ACK;
					end else begin
						state_reg <= PRE_READY;
					end
				end
			endcase
		end
		else if (delay_counter == clkdiv - (clkdiv >> 2)) begin
			if (state_reg == START_1) begin
				state_reg <= START_2;
				bit_index <= 0;
			end else if (state_reg == STOP) begin
				state_reg <= IDLE;
			end
		end
		else if (delay_counter == clkdiv >> 2) begin
			case (state_reg)
				START_2: begin
					state_reg <= START_3;
					bit_index <= 0;
				end START_3, ACTIVE_WRITE: begin
					if (bit_index < 7) begin
						bit_index <= bit_index + 1;
					end else begin
						state_reg <= WAITING_ACK;
					end
				end ACTIVE_READ: begin
					if (bit_index < 7) begin
						bit_index <= bit_index + 1;
					end else begin
						state_reg <= GIVING_ACK;
					end
				end GIVING_ACK: begin
					state_reg <= READY;
				end
				PRE_WRITE: state_reg <= ACTIVE_WRITE;
				PRE_READY: state_reg <= READY;
			endcase
		end
	end
	always @* begin
		case (state_reg)
			IDLE: sda_o = 1;
			START_1: sda_o = 1;
			START_2: sda_o = 0;
			START_3: sda_o = bit_index == 7 ? rw_bit : slave_addr_reg[6 - bit_index];
			WAITING_ACK: sda_o = 1;
			GIVING_ACK: sda_o = done_reading_reg;
			READY: sda_o = 1;
			PRE_READY: sda_o = 1;
			PRE_WRITE, ACTIVE_WRITE: sda_o = write_reg[7 - bit_index];
			ACTIVE_READ: sda_o = 1;
			STOP: sda_o = 0;
			MISSED_ACK: sda_o = 1;
		endcase
		case (state_reg)
			IDLE: state = STATE_IDLE;
			READY: state = STATE_READY;
			MISSED_ACK: state = STATE_ERROR;
			default: state = STATE_BUSY;
		endcase
		case (state_reg)
			READY, MISSED_ACK, PRE_WRITE: scl_o = 0;
			IDLE, START_1: scl_o = 1;
			default: scl_o = divclk;
		endcase
	end
endmodule
```
`/design/flow/run.sh`:
```
#!/bin/bash
# OpenROAD 26Q1-2900-gdf79404cd8, Yosys 0.63+post, stock flow scripts
make -C /OpenROAD-flow-scripts/flow DESIGN_CONFIG=/design/flow/config.mk WORK_HOME=/design/flow/orfs finish
```
==> impl_metrics.tcl <==
# implementation run metrics
set metrics [dict create \
    row_count 26 \
    fmax_ghz 0.358 \
    top_cell_area_share_pct 30.5 \
    utilization_pct 64.3 \
    cp-end-kind "output pin" \
    io_pins 35 \
    cp-startpoint "state_reg[2]" \
    comb_area_um2 1240 \
    setup_viol 0 \
    grt_pass1_vias 1883 \
    rsz0062_at_grt "no" \
    ctsResizeCount 0 \
    worstSetupPathType "reg -> out" \
    syn_avg_cell_area_um2 10.5 \
    fin_worst_skew_ps 7.61 \
    busiest_layer "met1" \
    cts_buffers 9 \
    p_leak_nw 1.18 \
    die_w_um 76.3 \
    crit_arrival_ps 1860 \
    largest_reg_flops 16 \
    untimed_endpoints 2 \
    ys_ff 59 \
    use_met3_pct 5.35 \
    finalSetupTns_ps 0 \
    cp-start-kind "register" \
    yosys-top-cells-area "edfxtp_1 (30%), dfxtp_1 (22%), nor2_1 (4.4%), ha_1 (3.6%), mux4_2 (2.4%)" \
    cts_tree "done" \
    drive_gt1_share_pct 8.77 \
    rr_startpoint "bit_index[0]" \
    grt_pass1_wl_um 9120 \
    unclocked_regs 1 \
    syn_to_final_growth_pct 21.3 \
    worstPathMaxFanout 8 \
    grt-ovfl-total 0 \
    fp_util_pct 53.0 \
    antennaDiodeCount 0 \
    warning_count 31 \
    cts_root_buf "clkbuf_8" \
    period_needed_ps 2800 \
    synth_area_um2 2760 \
    antenna_found_initial 0 \
    edf_count 28 \
    maxSlewHeadroom_pct 61.3 \
    drc 0 \
    required_ps 3760 \
    crit_family "buffers and inverters" \
    hp-start "divclk" \
    synth_area_leader_cell "edfxtp_1" \
    seq_area_um2 1460 \
    cts_setup_buffers 0 \
    avgViaCountPerCell 5.43 \
    use_met2_pct 29.2 \
    worst_pin_slew_ps 576 \
    grt_use_met1_pct 35.2 \
    grt_max_degree 15 \
    die_area_um2 5820 \
    clk_latency_ps 340 \
    dp_hpwl_um 3740 \
    htree_levels 3 \
    critPathSlowestCell "clkdlybuf4s50_1" \
    ctsHoldBuffers 0 \
    cts_buffer_depth 2 \
    critPathBufInv 1 \
    drtPass1Iterations 5 \
    clk_pin_slew_worst_paths_ps 60 \
    outcome "finished clean" \
    synthArstFlopShare_pct 0 \
    hold_viol_final 0 \
    final.period_utilization_pct 59.5 \
    die_h_um 76.3 \
    flop_cell "dfxtp_1" \
    min_path_type "reg -> reg" \
    wl_per_cell_um 14.0 \
    slowest_delay_ps 520 \
    r2r_slack_ps 2100 \
    ys_cells 263 \
    maxCapViolations 0 \
    port_buffers 33 \
    ant_nets 0 \
    path_cells "or2_2 > o31ai_1 > clkdlybuf4s50_1" \
    ys_types 55 \
    yosysChipArea_um2 2760 \
    coreArea_um2 5200 \
    num_vias 2053 \
    synthCells 263 \
    gp_congestion 0.893 \
    power_density_nw_per_um2 308 \
    yosys_warnings 1 \
    track_usage_pct 20.8 \
    drt_wl_total_um 5310 \
    drv_slew 0 \
    drt_iter0_markers 78 \
    n_fill_cell 425 \
    irDropWorstVdd_uv 192 \
]
## cells in the mapped netlist (4+ instances only)
| cell type | count |
|---|---|
| nor3_1 | 6 |
| dfxtp_1 | 30 |
| clkbuf_1 | 12 |
| edfxtp_1 | 28 |
| ha_1 | 8 |
| nand2b_1 | 4 |
| nor2_1 | 32 |
| nand2_1 | 16 |
| xnor2_1 | 6 |
| o21ai_0 | 8 |
| inv_1 | 11 |
| a22o_1 | 4 |
| nand4_1 | 5 |
| a21oi_1 | 11 |
| a32o_1 | 4 |
| nor2b_1 | 6 |
| nor4_1 | 5 |
| nand3_1 | 10 |
## cell usage in the layout (no fill, tap or decap), types with 3 or more instances in the layout
cell             netlist  final
nand3_1               10     10
a32o_1                 4      4
conb_1                 1      7
clkbuf_1              12      3
a31o_2                 3      3
nand4_1                5      5
ha_1                   8      8
nor3_1                 6      6
clkdlybuf4s50_1        0     33
mux4_2                 3      3
inv_1                 11     11
and2_1                 3      3
nand3b_1               3      3
nand2_1               16     16
o21ai_0                8      8
o21a_1                 3      3
nor2_1                32     32
nor4_1                 5      5
edfxtp_1              28     28
nand2b_1               4      4
clkbuf_8               0      9
a21oi_1               11     11
dfxtp_1               30     30
nor2b_1                6      6
a22o_1                 4      4
nand4b_1               3      3
xor2_1                 3      3
xnor2_1                6      6
## worst min-delay path, delay by kind of cell (launching register included)
kind | cells | cell delay (ps)
AND-OR/OR-AND | 1 | 60
buffers and inverters | 1 | 70
flip-flops | 1 | 290
## cell type report
type | count | area share (%)
inverter | 12 | 1.35
clock inverter | 4 | 1.27
tap | 70 | 2.62
clock buffer | 12 | 4.04
timing repair buffer | 35 | 10.3
multi-input combinational | 186 | 36.9
sequential | 59 | 43.5
## logic make-up after synthesis
group                      count (synthesis)  share of synthesized area (%)
AOI/OAI and AO/OA                         52                           13.8
buffers and inverters                     24                           3.26
adders and majority gates                  8                           3.63
muxes                                      4                           2.81
other                                      1                          0.136
and+or+nand+nor                          106                           20.8
latches                                    1                          0.544
xor gates and xnor gates                   9                           2.86
DFF                                       58                           52.2
## per-layer routing
metal,vias to the layer above,part of all wire (%)
met3,11,6.7
li1,1041,-
met5,-,0
met2,66,43
met1,935,48
met4,0,2.0
## path summary, 6_finish.rpt
path                 endpoint  depth (start not counted)
setup / recovery        scl_o                          3
hold / removal         divclk                          2
setup reg to reg  read_reg[6]                          9
hold reg to reg        divclk                          2
## through the flow
stage	total power [W]	setup WS [ps]	hold WS [ps]	cells	instance area (um^2)
after global placement	0.000615	1590	471	362	3170
after detailed placement	0.000616	1560	469	362	3170
after global routing	0.00107	1770	510	378	3350
after CTS	0.00104	1900	481	378	3350
final	0.00103	1900	476	378	3350
after floorplan	0.000585	2040	440	269	2780
## power by group
part / switching (W) / internal, W / leakage (nW)
Clock: 0.000186 / 0.000241 / 0.0894
Combinational: 0.0000250 / 0.0000328 / 0.581
Sequential: 0.00000663 / 0.000540 / 0.506
Power and IR drop assume default switching activity.
